==> design.v <==
module Mystery1 (
    input [1:0] a,
    input [7:0] b,
    input [7:0] c,
    output logic [7:0] d
);
  always_comb
    case (a)
      0: begin
        d[7:6] = a;
        d[5:3] = b[2:0];
        d[2:0] = c[2:0];
      end
      1: begin
        d[7:6] = a;
        d[5:3] = c[2:0];
        d[2:0] = b[2:0];
      end
      2: d = b;
      3: d = c;
    endcase
endmodule
==> run.sh <==
#!/bin/bash
# OpenROAD 26Q1-2900-gdf79404cd8, Yosys 0.63+post, stock flow scripts
make -C /OpenROAD-flow-scripts/flow DESIGN_CONFIG=/design/flow/config.mk WORK_HOME=/design/flow/orfs finish
==> config.mk <==
export PLATFORM = sky130hd
export DESIGN_NAME = Mystery1
export DESIGN_NICKNAME = Mystery1
export VERILOG_FILES = /design/flow/design.v
export SDC_FILE = /design/flow/constraint.sdc
export NUM_CORES = 4
export LEC_CHECK = 1
export CORE_AREA = 10 10 70 70
export DIE_AREA = 0 0 80 80
==> constraint.sdc <==
current_design Mystery1

set clk_period 1.9
set clk_io_pct 0.2

create_clock -name clk0 -period $clk_period

set non_clock_inputs [all_inputs -no_clocks]
set_input_delay [expr $clk_period * $clk_io_pct] -clock clk0 $non_clock_inputs
set_output_delay [expr $clk_period * $clk_io_pct] -clock clk0 [all_outputs]
==> results.txt <==
run results: dominant logic cell type in the layout clkdlybuf4s50_1, count of yosys warnings during synthesis 1, nature of the critical path endpoint output pin, clock buffers 0, final core utilization 16.8%, Final Hold Viols 0, global-route wire length before repair 1.82 mm, Fin Setup TNS 0 ns, mean instance size in the synthesized netlist 8.43 µm², IO Count 26, leakage 0.000252 µW, DRT Wirelength 1.19 mm, Seq/Total Area, Yosys 0%, number of warnings in the stage logs 35, crit path kind in -> out, final critical delay including setup and external delays 1.77 ns, type of element launching the critical path input pin, DP Wirelength 1.03 mm, number of vias after detailed routing 302, cell area reported after detailed placement 534 µm², fmax 564 MHz, maximum number of pins on one net before global-route repair 7, number of detailed-routing iterations run before antenna repair 4, HP Class in -> out, Storage cell area 0 µm², area of the core 0.00342 mm², number of unique standard cell types used by synthesis 9, GRT Util Overall 3.65%, synthesized instance count 23, area of the mapped netlist 194 µm², postcts setup bufs 0, vias per cell 3.08, number of setup violations in the final report 0, headroom to the max-slew limit 79.9%, wire per inst 12.2 µm, layout cell share with drive strength beyond 1 36.5%, maximum ir drop on the vdd rail 0.0818 mV, horizontal die size 80 µm, Critical Path RT 1.52 ns, initial core utilization 5.68%, number of input and output port buffers inserted 26, CP delay by family, top buffers and inverters, crit-path max cell delay 0.33 ns, Slew Limit Fails 0, P per Cell Area 209 mW/mm², period utilization 93.4%, Final GP Congestion 0.872, die area 0.00640 mm², Fill cells 397, std cell rows 21, DRC violations left 0, die y size 80 µm, DRT iter0 DRCs 14, FF+latch count 0, Yosys Instances 23, Antenna Cells 0, number of global-route vias before repair 335, area figure in the yosys stat output 194 µm², standard cell with the maximum stage delay on the critical path mux2_2, Syn-to-layout area delta 196%, measured slew at the worst slew-check pin 0.301 ns, buffer and inverter count on the worst path 3, area of all placed cells without fillers 574 µm², final antenna-violating net count 0, count of maximum capacitance violations 0, Final Hold Slack 1.13 ns, run status complete, no violations, antenna violations before repair 0, data arrival time of the critical path 1.39 ns, RSZ-0062 raised after global routing false, Cell Chain, Critical Path buf_6 > inv_4 > ha_4 > mux2_2 > dlygate4sd2_1, Overflow after GRT 0, Max Fanout on Critical Path 5
-- stage by stage --
stage	setup slack (ns)	cells	power (µW)
after global placement	-0.607	98	119
final	0.126	98	120
after floorplan	0.476	23	30.8
after detailed placement	-0.646	98	118
after CTS	0.00173	98	122
after global routing	0.0472	98	135
-- tightest hold or removal path: stages --
cell            delay [ns]
dlymetal6s2s_1        0.12
mux2_4                0.16
dlymetal6s2s_1        0.09
-- metal layers --
metal	share of wire [%]	global-route usage, %	vias up	wire (µm)
met2	25	3.93	29	300
met1	54	5.74	125	639
li1	-	-	148	-
met5	0	0	-	0
met4	0	0	0	0
met3	21	2.50	0	253
-- power by group --
part	internal, µW	switching, µW
registers	0	0
logic	81.1	39.0
clock network	0	0
-- cell usage after synthesis --
| library cell | instances | area [µm²] |
|---|---|---|
| inv_1 | 5 | 18.8 |
| ha_1 | 4 | 50.1 |
| a222oi_1 | 3 | 30.0 |
| mux2_2 | 3 | 33.8 |
| mux2i_1 | 3 | 30.0 |
| a22oi_1 | 2 | 15.0 |
| a21oi_1 | 1 | 5.00 |
| nor2_1 | 1 | 3.75 |
| o31ai_1 | 1 | 7.51 |
-- path summary, 6_finish.rpt --
| path | from | to | slack, ns | cells after the start |
|---|---|---|---|---|
| setup / recovery | a[1] | d[1] | 0.13 | 5 |
| hold / removal | c[0] | d[0] | 1.13 | 3 |
-- cell type report --
type                            instances  area, µm²  share of cell area (%)
Inverter                                5       23.8                    4.14
Tap cell                               46       57.6                    10.0
Timing Repair Buffer                   29        274                    47.7
Multi-Input combinational cell         18        219                    38.1
-- cells by family (layout without fill, tap and decap cells) --
group	count (synthesis)	in the layout	synth area share [%]
buffers and inverters	5	34	9.68
AND-OR/OR-AND	7	7	29.7
multiplexers	6	6	32.9
adder cells (fa/ha/maj)	4	4	25.8
AND/OR/NAND/NOR	1	1	1.93
-- timing repair --
action | CTS | global route
hold buffers | 0 | 0
resized | 28 | 11
pin swaps | 5 | 4
cloned | 0 | 0
endpoints found under the setup margin | 8 | 5
No activity file was given, so power comes from the tool's default toggle rates.
