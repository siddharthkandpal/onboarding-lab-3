## flow/design.v

```verilog
module Mystery2 (
    input clk,
    input reset,
    input [7:0] a_in,
    input [7:0] b_in,
    output logic [15:0] out
);
  logic [2:0] count;
  always_ff @(negedge clk)
    if (reset) begin
      out   <= {b_in, a_in};
      count <= 0;
    end else begin
      case (count)
        0: out <= {a_in, out[7:0]};
        1: out <= {out[15:8], b_in};
        2: out <= {out[7:0], out[15:8]};
        3: out <= {out[3:0], out[7:4], out[11:8], out[15:12]};
        4: out <= {15'b0, ^out};
      endcase
      count <= (count + 1) % 5;
    end
endmodule
```

## flow/run.sh

```bash
#!/bin/bash
# OpenROAD 26Q1-2900-gdf79404cd8, Yosys 0.63+post, stock flow scripts
make -C /OpenROAD-flow-scripts/flow DESIGN_CONFIG=/design/flow/config.mk WORK_HOME=/design/flow/orfs finish
```

## flow/config.mk

```make
export PLATFORM = sky130hd
export DESIGN_NAME = Mystery2
export DESIGN_NICKNAME = Mystery2
export VERILOG_FILES = /design/flow/design.v
export SDC_FILE = /design/flow/constraint.sdc
export NUM_CORES = 4
export LEC_CHECK = 1
export CORE_AREA = 10 10 93 93
export DIE_AREA = 0 0 103 103
```

## flow/constraint.sdc

```tcl
current_design Mystery2

set clk_period 2.1
set clk_io_pct 0.2

create_clock -name clk0 -period $clk_period [get_ports {clk}]

set non_clock_inputs [all_inputs -no_clocks]
set_input_delay [expr $clk_period * $clk_io_pct] -clock clk0 $non_clock_inputs
set_output_delay [expr $clk_period * $clk_io_pct] -clock clk0 [all_outputs]
```

==> impl_metrics.env <==
# physical design summary
export IMPL_htreeDepth=1
export IMPL_syn_inst=140
export IMPL_fin_tns_setup_ps=-3240
export IMPL_flop_area_um2=543
export IMPL_antenna_cells=0
export IMPL_power_frac_comb_pct=47.8
export IMPL_syn_avg_cell_area_um2=10.1
export IMPL_failed_checks="setup timing"
export IMPL_grt_pass1_wl_mm=6.64
export IMPL_tightest_slew_ps=519
export IMPL_clockBufferDepth=2
export IMPL_power_mw=2.06
export IMPL_finalSetupViolCount=16
export IMPL_crit_path_start_kind="flip-flop"
export IMPL_clock_latency_ps=330
export IMPL_ys_cells=140
export IMPL_clockPowerShare_pct=25.5
export IMPL_arrival_ps=1920
export IMPL_synthToLayoutAreaGrowth_pct=55.6
export IMPL_lay_top_cells="buf_4, inv_1, a222oi_1, edfxtp_1, buf_2"
export IMPL_dp_slack_ps=-620
export IMPL_seqPwrFrac_pct=26.7
export IMPL_drive_above_1_share_pct=33.5
export IMPL_vias_per_cell=4.45
export IMPL_fp_util_pct=21.0
export IMPL_rsz0062_at_grt="true"
export IMPL_cts_sinks=19
export IMPL_dp_cells=273
export IMPL_numCtsBuffers=3
export IMPL_holdBufCountCts=0
export IMPL_status="finished with violations"
export IMPL_first_pass_iters=7
export IMPL_ys_warn_count=1
export IMPL_chip_area_um2=10600
export IMPL_path_class="flip-flop to output pin"
export IMPL_leakage_nw=1.10
export IMPL_drt_initial_drc_count=203
export IMPL_critPathBufInv=1
export IMPL_max_slew_margin_pct=65.3
export IMPL_num_vias=1366
export IMPL_die_x_um=103
export IMPL_core_um2=6760
export IMPL_grt_antenna_before_repair=0
export IMPL_crit_family="flip-flops"
export IMPL_slowest_stage="edfxtp_1"
export IMPL_required_ps=1680
export IMPL_ir_drop_mv=0.301
export IMPL_power_switching_uw=717
export IMPL_finalWorstSetupSlack_ps=-238
export IMPL_netlist_area_um2=1420
export IMPL_drv_slew=0
export IMPL_maxCapViolations=0
export IMPL_drc=0
export IMPL_dieHeight_um=103
export IMPL_grtUsageTotal_pct=7.69
export IMPL_cts_clk_slew_worst_paths_ps=40
export IMPL_worstPathCellList="buf_2"
export IMPL_ys_ff=19
export IMPL_worstPathMaxFanout=2
export IMPL_portBuffers=33
export IMPL_wl_per_cell_um=13.1
export IMPL_final_common_cell="buf_4"
export IMPL_p_int_mw=1.34
export IMPL_crit_path_end_kind="output pin"
export IMPL_final_cells=307
export IMPL_finClkSkew_ps=14.8
export IMPL_hold_viol=0
export IMPL_hold_path_class="flip-flop to flip-flop"
export IMPL_yosysSeqAreaShare_pct=38.1
export IMPL_core_rowCount=30
export IMPL_place_congestion=0.848
export IMPL_synth_distinct_cells=27
export IMPL_nFillCells=682
export IMPL_power_density_nw_per_um2=935
export IMPL_io_pins=34
export IMPL_dp_hpwl_mm=3.05
export IMPL_ys_area_um2=1420
export IMPL_warnings=51
export IMPL_grt_overflow=0
export IMPL_drtAntennaViolNets=0
export IMPL_wl_mm=4.03
export IMPL_whs_ps=635
export IMPL_grt_pass1_vias=1416
export IMPL_grt_max_degree=12
export IMPL_cts_tree="yes"
export IMPL_swShare_pct=34.8
export IMPL_cts_root_buf="clkbuf_8"
export IMPL_comb_area_um2=791
export IMPL_max_stage_delay_ps=400
[cells in the mapped netlist]
| cell | count | area (µm²) |
|---|---|---|
| inv_1 | 22 | 82.6 |
| a222oi_1 | 16 | 160 |
| edfxtp_1 | 16 | 480 |
| mux2i_1 | 15 | 150 |
| xnor2_1 | 12 | 105 |
| nor2_1 | 8 | 30.0 |
| ha_1 | 7 | 87.6 |
| clkbuf_1 | 6 | 22.5 |
| a21oi_1 | 5 | 25.0 |
| nor3_1 | 4 | 20.0 |
| buf_2 | 3 | 15.0 |
| dfxtp_1 | 3 | 60.1 |
| nor2b_1 | 3 | 18.8 |
| xor2_1 | 3 | 26.3 |
| nand2_1 | 2 | 7.51 |
| nand2b_1 | 2 | 12.5 |
| o21bai_1 | 2 | 15.0 |
| xnor2_2 | 2 | 32.5 |
| a31oi_1 | 1 | 6.26 |
| buf_4 | 1 | 7.51 |
| nand3_1 | 1 | 5.00 |
| nor2_2 | 1 | 6.26 |
| nor4_1 | 1 | 6.26 |
| o21ai_0 | 1 | 5.00 |
| o22ai_1 | 1 | 6.26 |
| o31ai_1 | 1 | 7.51 |
| o41ai_2 | 1 | 16.3 |
[metrics by stage]
stage,area [µm²],utilization (%)
detailed placement,2050,30.4
finish,2210,32.6
floorplan,1490,-
CTS,2180,32.3
global route,2210,32.6
global placement,2050,30.4
[flip-flops by register name, indices dropped and copies added (netlist names)]
| name | flops |
|---|---|
| out | 16 |
| count | 3 |
[routing by layer]
metal | up-vias | wire length (µm) | track usage [%]
met5 | - | 0 | 0
met4 | 0 | 48 | 2.35
met3 | 4 | 361 | 2.78
met2 | 51 | 1840 | 11.6
met1 | 624 | 1780 | 10.1
li1 | 687 | - | -
[cell families after synthesis]
kind of cell	count (synthesis)	synth area share (%)
buffers and inverters	32	9.00
AND-OR/OR-AND	28	17.0
AND/OR/NAND/NOR	22	7.50
flip-flops	19	38.1
XOR/XNOR	17	11.6
multiplexers	15	10.6
adder cells (fa/ha/maj)	7	6.18
[power groups by stage]
stage / registers [mW] / logic (mW) / clock network [mW]
after CTS: 0.549 / 0.979 / 0.546
after global routing: 0.560 / 1.09 / 0.591
final: 0.550 / 0.985 / 0.527
[final timing paths]
kind / depth (start not counted) / slack [ps] / endpoint / startpoint
max: 1 / -240 / out[14] / out[14]
min: 3 / 630 / count[0] / count[2]
max reg2reg: 9 / 180 / count[1] / count[0]
min reg2reg: 3 / 630 / count[0] / count[2]
[timing repair]
item                                    4_1_cts  5_1_grt
setup buffers                                10        2
endpoints found under the hold margin         0        0
pin swaps                                    17       10
endpoints found under the setup margin       51       33
resized                                      74        8
[cell type report]
| cell class | count | area share, % |
|---|---|---|
| Inverter | 21 | 3.57 |
| Clock buffer | 3 | 1.87 |
| Sequential cell | 19 | 24.6 |
| Multi-Input combinational cell | 89 | 35.8 |
| Timing Repair Buffer | 75 | 25.0 |
| Clock inverter | 20 | 4.59 |
| Tap cell | 80 | 4.54 |
[worst register-to-register path, delay by kind of cell (launching register included)]
kind	cells	cell delay, ps
compound gates	2	340
xor+xnor	1	150
fa+ha+maj	3	800
buf+inv	1	60
flops	1	330
simple gates	2	140
